**flow/run.sh**
```bash
#!/bin/bash
# OpenROAD 26Q1-2900-gdf79404cd8, Yosys 0.63+post, stock flow scripts
make -C /OpenROAD-flow-scripts/flow DESIGN_CONFIG=/design/flow/config.mk WORK_HOME=/design/flow/orfs finish
```
**flow/design.v**
```verilog
`timescale 1ns / 1ps
module Int2Ieee754
#
(
	parameter	inputDataLength	=	16
)
(
    input 	CLK,
    input 	RST,
    input	[inputDataLength-1:0] 		IntInput,
    input	inputCS,
	 output	reg 	[31:0] 		Data754,
    output 	reg					outputCS
    );
reg	per_inputCS;
reg	[inputDataLength-1:0]	IntInput_reg;
reg	ChangeStart;
reg	per_outputCS;
always @(posedge CLK or negedge RST ) begin
	if (!RST ) begin
		per_inputCS	<=	0;
		ChangeStart	<=	0;
		per_outputCS<=	0;
	end
	else begin
		per_inputCS	<=	inputCS;
		per_outputCS	<=	outputCS;
		if((per_inputCS==0)&&(inputCS==1)&&(ChangeStart==0))begin
			ChangeStart		<=	1;
			IntInput_reg	<=	IntInput;
		end
        if((per_outputCS==0)&&(outputCS==1))begin
			ChangeStart		<=	0;
		end
	end
end
reg	[3:0]	State;
reg	[7:0]	FirstOne;
reg	[6:0]	Offset;
reg	[7:0]	FindFirstOne;
reg	[7:0]	i;
reg	FirstOneFlag;
reg	ParityJudgment;
reg	Parity;
reg	sign;
reg	[6:0]		Exponent;
reg	[23:0]	Mantissa;
reg [7:0]	PlacementPosition;
parameter	ChangeWaiting	=	4'd0;
parameter	FindFirstOneInData	=	4'd1;
parameter	CalculatedPosition	=	4'd3;
parameter	CalculatedWaiting	=	4'd2;
parameter	OutputResult	=	4'd4;
always @(posedge CLK or negedge RST ) begin
	if (!RST ) begin
		State		<=	0;
		FirstOne	<=	0;
		Offset	<=	0;
		FindFirstOne	<=	inputDataLength;
		i	<=	inputDataLength;
		FirstOneFlag	<=	1;
		ParityJudgment	<=	0;
		Parity			<=	0;
		PlacementPosition<=8'd23;
		Data754	<=	32'b0_0111111_100000000000000000000000;
		sign		<=	0;
		Exponent	<=	7'b0111111;
		Mantissa	<=	24'd0;
		outputCS	<=	0;
	end
	else begin
		case(State)
			ChangeWaiting:begin
				outputCS	<=	0;
				FirstOne	<=	0;
				Offset	<=	0;
				FirstOneFlag	<=	1;
				FindFirstOne	<=	inputDataLength;
				ParityJudgment	<=	0;
				Parity			<=	0;
				sign		<=	0;
				Exponent	<=	7'b0111111;
				Mantissa	<=	24'd0;
				PlacementPosition<=23;
				if(ChangeStart==1)begin
					State	<=	FindFirstOneInData;
					FindFirstOne<=inputDataLength;
					Data754	<=	32'b0_0111111_100000000000000000000000;
				end
			end
			FindFirstOneInData:begin
				if(FindFirstOne>=1)begin
					Parity	<=	Parity+1;
					if(FirstOneFlag==1)begin
						if(IntInput_reg[FindFirstOne-1]==1)begin
							FirstOneFlag	<=	0;
							FirstOne	<=	FindFirstOne;
							Offset	<=	FindFirstOne>>1;
							State	<=	CalculatedWaiting;
						end
					end
					FindFirstOne<=FindFirstOne-1;
				end
			end
			CalculatedWaiting: begin
                ParityJudgment	<=	Parity;
                if(Parity==1)begin
					i<=FirstOne-1;
					PlacementPosition<=22;
				end
				else begin
					i<=FirstOne;
					PlacementPosition<=23;
				end
                State	<=	CalculatedPosition;
            end
			CalculatedPosition:begin
                outputCS    <=  1;
				if(IntInput_reg==1)begin
					sign		<=	0;
					Exponent	<=	7'b0111111;
					Mantissa	<=	24'b100000000000000000000000;
					Data754	<=	32'b0_0111111_100000000000000000000000;
					State	<=	OutputResult;
				end
				else if(IntInput_reg==0)begin
					sign		<=	0;
					Exponent	<=	7'b0000000;
					Mantissa	<=	24'b000000000000000000000000;
					Data754	<=	32'b0_0000000_000000000000000000000000;
					State	<=	OutputResult;
				end
				else if(Parity==1)begin
					sign		<=	0;
					Exponent	<=	7'b0111111+Offset;
					Mantissa[23]	<=	0;
					if(i>=1)begin
						Mantissa[PlacementPosition]	<=	IntInput_reg[i-1];
						i	<=	i-1;
						PlacementPosition<=PlacementPosition-1;
					end
					else begin
						State	<=	OutputResult;
					end
				end
				else if(Parity==0) begin
					sign		<=	0;
					Exponent	<=	7'b0111111+Offset;
					if(i>=1)begin
						Mantissa[PlacementPosition]	<=	IntInput_reg[i-1];
						i	<=	i-1;
						PlacementPosition<=PlacementPosition-1;
					end
					else begin
						State	<=	OutputResult;
					end
				end
                else begin
                    State	<=	0;
                end
			end
			OutputResult:begin
				outputCS	<=	1;
				Data754	<=	{sign,Exponent,Mantissa};
				State	<=	ChangeWaiting;
			end
			default:begin
				State	<=	ChangeWaiting;
			end
		endcase
	end
end 
endmodule
```
**flow/constraint.sdc**
```tcl
current_design Int2Ieee754

set clk_period 7.5
set clk_io_pct 0.2

create_clock -name clk0 -period $clk_period [get_ports {CLK}]

set non_clock_inputs [all_inputs -no_clocks]
set_input_delay [expr $clk_period * $clk_io_pct] -clock clk0 $non_clock_inputs
set_output_delay [expr $clk_period * $clk_io_pct] -clock clk0 [all_outputs]
```
**flow/config.mk**
```make
export PLATFORM = sky130hd
export DESIGN_NAME = Int2Ieee754
export DESIGN_NICKNAME = Int2Ieee754
export VERILOG_FILES = /design/flow/design.v
export SDC_FILE = /design/flow/constraint.sdc
export NUM_CORES = 4
export LEC_CHECK = 1
export CORE_UTILIZATION = 50
```
==> results_dict.tcl <==
# yosys + openroad results
set metrics [dict create \
    drtAntennaViolNets 0 \
    fp_util 0.522 \
    drv_cap 0 \
    die_area_sq_um 13200 \
    drv_slew 0 \
    htreeDepth 4 \
    tritoncts "yes" \
    outcome "complete, no violations" \
    cts_made_buffers 17 \
    utilization 0.610 \
    setup_viol 0 \
    dpl-instance-area_sq_um 6930 \
    vias 4857 \
    firstDrtPassIters 5 \
    final_common_cell "dfrtp_1" \
    min_path_type "reg2reg" \
    grt_pass1_vias 4763 \
    synthArstFlopShare 0.868 \
    period_minus_slack_ps 3160 \
    synth_area_sq_um 6370 \
    ys_seq_elements 121 \
    crit_family "simple AND/OR/NAND/NOR gates" \
    worstPathCellList "inv_1 -> ha_1 -> mux2_2 -> o22ai_1 -> nor3_1 -> or4_4 -> nand4_2 -> mux2_4" \
    avgSynthCellArea_sq_um 10.4 \
    cts_buffer_depth 2 \
    max_freq_ghz 0.316 \
    die_y_microns 115 \
    logic_area_sq_um 2960 \
    edf_count 16 \
    slew_headroom 0.429 \
    crit_path_end_kind "flop" \
    rows 40 \
    critical_path_buf_inv_count 1 \
    overflow 0 \
    area_growth_pct 17.0 \
    yosys-stat-area_sq_um 6370 \
    log.warning_count 29 \
    cp_num_cells 8 \
    antenna_found_initial 0 \
    cts_resized 0 \
    final_cell_mix "dfrtp_1, nand2_1, clkdlybuf4s50_1" \
    place_ws_ps 4350 \
    yosys_warnings 1 \
    power_mw 1.40 \
    port_buffers 50 \
    crit_path_max_fanout 13 \
    slowest_stage "dfrtp_1" \
    gp_congestion 0.942 \
    crit_type "reg2reg" \
    ys_cells 615 \
    crit_arrival_ps 3460 \
    r2r_cells 8 \
    rsz0062_at_grt "no" \
    synthFlopType "dfrtp_1" \
    nFillCells 1040 \
    hold_buffers 0 \
    track_usage 0.244 \
    critical_path_required_ps 7800 \
    drc 0 \
    worst_slack_ps 4340 \
    p_per_area_nw_per_um2 187 \
    clk_root_buffer_cell "clkbuf_16" \
    core-area_sq_um 12200 \
    tightestPinTransition_ps 857 \
    grt_max_degree 46 \
    startpoint_type "flop" \
    fin_crit_sh 0.422 \
    finalSetupTns_ps 0 \
    clock-sinks 121 \
    clk_latency_ps 410 \
    skew_ps 7.52 \
    min_path_cells 0 \
    ys_types 80 \
    vdd_drop_max_mv 0.222 \
    post_drt_wl_per_cell_microns 17.1 \
    routed_wl_microns 14200 \
    route.antenna.diode_count 0 \
    path_clk_slew_ps 50 \
    place_hpwl_microns 10300 \
    hold_viol_final 0 \
    post-cts-setup-buffers 0 \
    synth_cells 615 \
    largest_reg_flops 31 \
    final_area_sq_um 7450 \
    drive_above_1_share 0.138 \
    grt_pass1_wl_microns 24100 \
    postSynthSeqShare 0.492 \
    cp_slowest_stage_delay_ps 600 \
    vias_per_cell 5.87 \
    leakage_nw 3.15 \
    seq_area_sq_um 3130 \
    die_x_microns 115 \
    ios 52 \
    drtIter0Drc 317 \
]
==> cell type report <==
cell class / count / area share
timing repair buffer: 56 / 0.0729
multi-input combinational: 427 / 0.397
sequential: 121 / 0.421
clock inverter: 8 / 0.00655
inverter: 24 / 0.0121
tap: 168 / 0.0282
clock buffer: 24 / 0.0633
==> worst reg2reg max path, cell delays in order (launching register included) <==
cell and delay (ps):
dfrtp_1 600, inv_1 170, ha_1 490, mux2_2 390
o22ai_1 160, nor3_1 70, or4_4 560, nand4_2 290
mux2_4 330
==> routing by layer <==
metal  routed length [microns]  up-vias  global-route usage
li1                          -     2349                   -
met1                      6440     2360               0.380
met2                      6880      126               0.381
met3                       534       22              0.0424
met4                       341        0              0.0563
met5                         0        -                   0
==> where the power goes <==
group | internal (mW) | leakage (nW) | total [mW] | switching, mW
Clock | 0.436 | 0.254 | 0.709 | 0.273
Combinational | 0.00884 | 1.37 | 0.0209 | 0.0120
Sequential | 0.667 | 1.53 | 0.667 | 0.0000583
Total | 1.11 | 3.15 | 1.40 | 0.285
==> kinds of logic (layout without fill, tap and decap cells) <==
logic type               Yosys count  after routing  share of synthesized area
XOR/XNOR                          22             22                     0.0326
buffers and inverters             67            112                     0.0469
AND/OR/NAND/NOR                  191            191                      0.159
other                              1              1                   0.000589
AND-OR/OR-AND                    181            181                      0.197
multiplexers                      24             24                     0.0562
flip-flops                       121            121                      0.492
adder cells (fa/ha/maj)            8              8                     0.0157
==> final timing paths <==
path,from,slack (ps),end
setup / recovery,FindFirstOne[0],4340,FirstOne[2]
hold / removal,outputCS,400,per_outputCS
setup reg to reg,FindFirstOne[0],4340,FirstOne[2]
hold reg to reg,outputCS,400,per_outputCS
max in group asynchronous,RST,5130,Data754[27]
min in group asynchronous,RST,980,Data754[6]
==> stage by stage <==
| stage | std cells | hold slack (ps) |
|---|---|---|
| after detailed placement | 796 | 396 |
| after global routing | 828 | 420 |
| after global placement | 796 | 396 |
| after floorplan | 615 | 354 |
| final | 828 | 402 |
| after CTS | 828 | 411 |
==> cell usage after synthesis, types with 4 or more instances <==
master	n	area, sq um
buf_1	4	15.0
dfrtp_1	84	2100
o21ai_0	27	135
edfxtp_1	16	480
ha_1	8	100
nand3_1	9	45.0
o31ai_1	4	30.0
nor2_1	38	143
buf_6	4	45.0
a22o_1	27	236
clkbuf_1	25	93.8
a31oi_1	5	31.3
mux2i_1	11	110
xnor2_1	12	105
o22ai_1	4	25.0
a21oi_1	35	175
nor2b_1	5	31.3
inv_1	24	90.1
dfstp_2	21	552
nor4_1	10	62.6
or4_1	14	105
o211ai_1	15	113
a21o_1	10	75.1
a31o_2	7	61.3
nand2_1	57	214
mux2_2	4	45.0
or3_1	9	56.3
xor2_1	8	70.1
o21ai_1	16	80.1
nor3_1	15	75.1
buf_2	8	40.0
mux4_2	6	135
nand2b_1	10	62.6
Power is estimated from default activity; no workload was simulated.
